`flow/config.mk`:
```
export PLATFORM = sky130hd
export DESIGN_NAME = trigger_system
export DESIGN_NICKNAME = trigger_system
export VERILOG_FILES = /design/flow/design.v
export SDC_FILE = /design/flow/constraint.sdc
export NUM_CORES = 4
export LEC_CHECK = 1
export CORE_UTILIZATION = 40
```
`flow/constraint.sdc`:
```
current_design trigger_system

set clk_period 7.5
set clk_io_pct 0.2

create_clock -name clk0 -period $clk_period [get_ports {inclk}]

set non_clock_inputs [all_inputs -no_clocks]
set_input_delay [expr $clk_period * $clk_io_pct] -clock clk0 $non_clock_inputs
set_output_delay [expr $clk_period * $clk_io_pct] -clock clk0 [all_outputs]
```
`flow/design.v`:
```
module trigger_system(inclk,command,config_in,inport,trig,we);
  input [23:0] config_in;
  input [7:0] command;
  input [3:0] we;
  reg [3:0] t_last;
  input inclk;
  input [15:0] inport;
  reg [7:0] state;
  reg [7:0] trig_on;
  reg [7:0] step;
  output reg trig;
  wire [3:0] triggered;
  genvar index;  
  generate  
    for (index=0; index < 4; index=index+1)  
    begin: gen_t_stages  
      trigger_stage trigger_gen(inclk, command, config_in, inport, step, triggered[index], we[index]);
    end  
  endgenerate 
  initial begin
    state <= 0;
    step <= 0;
    trig <= 0;
    t_last <= 0;
    trig_on <= 3;
  end
  always @(posedge inclk) 
  begin
    if (command == 8'd0)
    begin
      if (state == 8'd0) begin
        step <= 1;
        t_last <= triggered;
        state <= 8'd1;
      end else if (state == 8'd1) begin
        if (t_last != triggered)
        begin
          t_last <= triggered;
          step <= step + 1;
          if (step+1 == trig_on) begin
            state <= 8'd2;
            trig <= 1;
          end
        end else begin
          t_last <= triggered;
        end
      end
    end else if (command == 8'd9) 
    begin
      trig_on <= config_in[23:16];
    end
  end    
endmodule
module trigger_stage(inclk, command, config_in, inport, step, triggered, we); 
  input [23:0] config_in;
  input [7:0] command;
  input we;
  reg [7:0] arm_on_step;
  reg [15:0] delay;
  reg [15:0] vmask;
  reg [15:0] value;
  reg [15:0] evalue;
  reg [15:0] emask;
  reg [15:0] range_top;
  reg [7:0] repetitions;
  reg [3:0] data_ch;
  reg [4:0] clock_ch;
  reg [6:0] cycle_delay;
  reg [1:0] format;
  reg range;
  reg [15:0] last;
  input inclk;
  input [15:0] inport;
  reg [7:0] occur;
  reg [15:0] dcount;
  input [7:0] step;
  reg [7:0] state;
  output reg triggered;
  wire shift_clk;
  wire shift_in;
  assign shift_clk = (~clock_ch[4]) ? inclk:inport[clock_ch[3:0]];
  assign shift_in = inport[data_ch];
  wire e_trig;
  wire v_trig;
  wire r_trig;
  wire sv_trig;
  wire sr_trig;
  wire s_trig;
  wire xx;
  wire yy;
  assign xx = value & vmask;
  assign yy = vmask & inport;
  assign e_trig = ((~evalue & emask) == (emask & last)) && ((evalue & emask) == (emask & inport));
  assign v_trig = ~range && ((value & vmask) == (vmask & inport));
  assign r_trig = range && ((value & vmask) <= (vmask & inport)) && ((range_top & vmask) >= (vmask & inport));
  assign sv_trig = ~range && ((value & vmask) == (vmask & PO));
  assign sr_trig =  range && ((value & vmask) <= (vmask & PO)) && ((range_top & vmask) >= (vmask & PO));
  assign s_trig = ((format == 2'd2) && (sv_trig || sr_trig));
  wire [15:0] PO;
  shift_delay shift_delay_inst(shift_clk, shift_in, PO, cycle_delay); 
  initial begin
    state <= 8'd0;
    arm_on_step <= 0;
    delay <= 0;
    vmask <= 0;
    value <= 0;
    evalue <= 0;
    emask <= 0;
    range_top <= 0;
    repetitions <= 0;
    data_ch <= 0;
    clock_ch <= 0;
    cycle_delay <= 0;
    format <= 0;
    range <= 0;
    last <= 0;
  occur <= 0;
    dcount <= 0;
    triggered <= 0;
  end
  always @(posedge inclk) 
  begin
    if (step == arm_on_step+1) begin
      state <= 8'd3;
    end else if (command == 8'd0)
    begin
      if (state == 8'd0) begin
        occur <= 0;
        dcount <= 0;
        if (step == arm_on_step) begin 
          state <= 8'd1;
          last <= inport;
        end
      end else if (state == 8'd1) begin
        if ((v_trig || r_trig || s_trig) &&   ((format == 2'd0) || ((format == 2'd1) && e_trig) || s_trig))
        begin
          occur <= occur + 1;
          if (delay > 0) begin
              state <= 8'd2;
              dcount <= 0;
          end else if (occur == repetitions) begin
              state <= 8'd3;
              triggered <= 1;
          end 
        end else begin
          last <= inport;
        end
      end else if (state == 8'd2) begin
        dcount <= dcount + 1;
        if (dcount == delay) begin
          if (occur == repetitions) begin
            state <= 8'd3;
            triggered <= 1;
          end else begin
            last <= inport;
            state <= 8'd1;
          end
        end
      end
    end else 
    begin
      if (we) begin
        if (command == 8'd2) begin
          value <= config_in[23:8];
          repetitions <= config_in[7:0];
        end else if (command == 8'd6) begin
          range_top <= config_in[23:8];
        end else if (command == 8'd3) begin
          vmask <= config_in[23:8];
          arm_on_step <= config_in[7:0];
        end else if (command == 8'd4) begin
          evalue <= config_in[23:8];
        end else if (command == 8'd5) begin
          emask <= config_in[23:8];
        end else if (command == 8'd7) begin
          delay <= config_in[23:8];
          format <= config_in[7:6];
          range <= config_in[5];  
        end else if (command == 8'd8) begin
          data_ch <= config_in[23:20];
          clock_ch <= config_in[19:15];
          cycle_delay <= config_in[6:0]; 
        end
      end
    end
  end         
endmodule
module shift_delay(C, SI, PO, cycle_delay); 
  input  C,SI; 
  input [6:0] cycle_delay;
  reg [6:0] count;
  output [15:0] PO; 
  reg [15:0] tmp; 
  initial begin
      count = 0;
  end
  always @(posedge C) 
  begin 
    if (count == cycle_delay)
    begin
      count <= 0;
      tmp <= {tmp[14:0], SI}; 
    end else
    begin
      count <= count + 1;
    end
  end 
  assign PO = tmp; 
endmodule 
```
`flow/run.sh`:
```
#!/bin/bash
# OpenROAD 26Q1-2900-gdf79404cd8, Yosys 0.63+post, stock flow scripts
make -C /OpenROAD-flow-scripts/flow DESIGN_CONFIG=/design/flow/config.mk WORK_HOME=/design/flow/orfs finish
```
==> out/qor.yml <==
global_routing:
  grt_first_pass_wirelength_um: 155700
  grt_pass1_vias: 25329
  grt_max_degree: 32
  antenna_found_initial: 3
  grt_overflow_total: 0
  track_usage_pct: 22.51
drt:
  highest_layer: "met5"
  wl_per_cell_um: 22.77
  wl_met2_um: 47230
  wl_met1_um: 40600
  drcViolationCount: 0
  route.vias.total: 24589
  first_iter_violations: 1449
  postRouteAntennaNets: 0
  avgViaCountPerCell: 5.472
  dr_wl_met3_um: 11420
  drt_wl_total_um: 102300
  drtPass1Iterations: 5
floorplanning:
  fp.dieH_um: 316.5
  dieArea_mm2: 0.1002
  core_mm2: 0.09813
  initial_core_util_pct: 40.32
  die_w_um: 316.5
  ioPinCount: 54
  num_rows: 115
power:
  power_density_mw_per_mm2: 210.5
  leakagePower_nw: 15.99
  vdd_drop_max_v: 0.0001663
  p_total_mw: 9.498
finish:
  final_cell_mix: "edfxtp_1 (775), ha_1 (265), nand2_1 (246), xor2_1 (200), nor2_1 (184)"
  fill_cells: 8568
  area_delta_synth_final_pct: 14.03
  drive_gt1_share_pct: 9.576
  lay_top_count: "edfxtp_1"
  combGateArea_mm2: 0.01526
  regArea_mm2: 0.02399
placement:
  dp_hpwl_um: 66240
  portBuffers: 53
  place_congestion: 0.9099
final_timing:
  tightest_slew_ps: 829.8
  post-route-period-util_pct: 66.26
  fin_skew_ps: 54.95
  timing.setup.tns_ps: 0
  hold_viol: 0
  slew_headroom_pct: 44.51
  finalWorstPathRequiredPeriod_ps: 4969
  rsz0062_at_grt: "no"
  slew_violations: 0
  fmax_mhz: 201.2
  finalSetupViolations: 0
worst_setup_path:
  cp.required_ps: 7920
  startpoint_type: "primary input"
  worstSetupEndpointType: "register"
  critPathMaxFanout: 16
  crit_arrival_ps: 5390
  path_class: "primary input to register"
synthesis:
  numSynthFlops: 811
  syn_avg_cell_area_um2: 13.33
  async_flop_share_pct: 0
  synth-edff-count: 775
  ys_seq_share_pct: 60.63
  ys_area_mm2: 0.03957
  ff_type: "edfxtp_1"
  ys_warn_count: 3
  synthesis.area_mm2: 0.03957
  syn-instance-count: 2968
  synth.distinct_cells: 82
  yosys_cells: 2968
outcome:
  status: "finished clean"
job:
  tool_warnings: 25
  cap_violations: 0
clock_network:
  cts_hold_buf: 0
  cts.clk_slew.worst_paths_ps: 70
  cts_tree: "yes"
  cts_resized: 0
  cts_setup_buffers: 0
  clk-insertion-delay-late_ps: 750
hold_path:
  hp-class: "register to register"
worst paths after layout:
path                                                               to                                  from  cells after the start  slack, ps
worst min-delay path                                         register                              register                      0        440
worst max register to register  gen_t_stages[1].trigger_gen.dcount[9]  gen_t_stages[1].trigger_gen.vmask[5]                     11       3610
worst max-delay path              gen_t_stages[0].trigger_gen.last[4]                             inport[7]                     14       2530
worst min register to register                               register                              register                      0        440
flip-flops by register name, indices dropped and copies added (netlist names), 64 cells and up:
register                                       flops
gen_t_stages.trigger_gen.vmask                    64
gen_t_stages.trigger_gen.delay                    64
gen_t_stages.trigger_gen.dcount                   64
gen_t_stages.trigger_gen.last                     64
gen_t_stages.trigger_gen.range_top                64
gen_t_stages.trigger_gen.emask                    64
gen_t_stages.trigger_gen.value                    64
gen_t_stages.trigger_gen.evalue                   64
gen_t_stages.trigger_gen.shift_delay_inst.tmp     64
Yosys cell counts (7+ instances only):
cell type	number	area (µm²)
nand4_1	75	469.2
nand2_1	246	923.4
xor2_1	200	1752
xnor2_1	166	1454
inv_1	30	112.6
nand3_1	111	555.5
a31oi_1	7	43.79
a211oi_1	19	142.6
clkbuf_1	58	217.7
edfxtp_1	775	23270
and3_1	38	237.7
nand2b_1	37	231.5
a22oi_1	19	142.6
nor4_1	44	275.3
ha_1	265	3316
o21ai_0	65	325.3
nor2b_1	38	237.7
o221ai_1	19	166.4
o211ai_1	29	217.7
o2111ai_1	10	87.58
a21oi_1	92	460.4
o21a_1	12	90.09
a221oi_1	9	78.83
and4_1	17	148.9
a21o_1	20	150.1
nor2_1	195	732.0
dfxtp_1	36	720.7
mux4_2	40	900.9
nor3_1	22	110.1
and2_1	152	950.9
worst max-delay path, stage by stage:
cell and delay, ps:
clkdlybuf4s50_1 940, buf_4 230, buf_4 250, nand2_1 130, ha_1 320, nand2_1 70, nor4_1 320, inv_1 70
o221a_2 230, a21oi_1 160, nor4_1 110, or2_2 330, a2111oi_2 360, buf_4 330
where the power goes:
| group | leakage, nW | switching (mW) | internal, mW |
|---|---|---|---|
| registers | 7.44 | 0.0509 | 4.74 |
| clock network | 1.48 | 1.75 | 2.57 |
| logic | 7.07 | 0.245 | 0.144 |
| total | 16.0 | 2.05 | 7.45 |
metrics by stage:
step	utilization (%)	setup WS [ps]	hold slack (ps)	std cells	area, µm²
4_1_cts	45.98	2604	446.6	4493	45120
3_3_place_gp	42.90	1781	430.3	4328	42100
5_1_grt	45.98	2328	452.8	4493	45120
3_5_place_dp	42.90	1819	429.3	4328	42100
2_1_floorplan	-	1427	418.1	2968	39570
6_report	45.98	2531	444.1	4494	45120
per-layer routing:
metal | vias up | GRT usage (%)
met5 | - | 1.847
met4 | 4 | 5.179
met3 | 169 | 10.59
met2 | 939 | 33.60
met1 | 11873 | 31.46
li1 | 11604 | -
logic make-up after synthesis:
logic type      Yosys count  share of synthesized area, %
fa+ha+maj               265                         8.379
buf+inv                 100                        0.9897
xor+xnor                366                         8.101
compound gates          367                         6.375
other cells               1                      0.009477
simple gates           1014                         13.12
flops                   811                         60.63
mux                      44                         2.390
area by class of cell:
type,count,area share [%]
Antenna cell,1,0.005546
Clock buffer,128,5.823
Clock inverter,37,0.8652
Inverter,32,0.2662
Multi-Input combinational cell,2057,33.81
Sequential cell,811,53.17
Tap cell,1287,3.569
Timing Repair Buffer,141,2.485
Power is estimated from default activity; no workload was simulated.
